==> ./design.v <==
module Clock_Divider(
    input wire clock_in,
    input wire reset,
    input wire [31:0] count_end,
    output reg clock_out
);
    reg [31:0] count = 32'd0;
    always @(posedge clock_in) begin
        if (reset) begin
            count <= 0;
            clock_out <= 0;
        end
        else begin
            if (count < count_end - 1) begin
                count <= count + 1;
            end
            else begin
                clock_out <= ~clock_out;
                count <= 0;
            end
        end
    end
endmodule
==> ./run.sh <==
#!/bin/bash
# OpenROAD 26Q1-2900-gdf79404cd8, Yosys 0.63+post, stock flow scripts
make -C /OpenROAD-flow-scripts/flow DESIGN_CONFIG=/design/flow/config.mk WORK_HOME=/design/flow/orfs finish
==> ./config.mk <==
export PLATFORM = sky130hd
export DESIGN_NAME = Clock_Divider
export DESIGN_NICKNAME = Clock_Divider
export VERILOG_FILES = /design/flow/design.v
export SDC_FILE = /design/flow/constraint.sdc
export NUM_CORES = 4
export LEC_CHECK = 1
export CORE_UTILIZATION = 40
==> ./constraint.sdc <==
current_design Clock_Divider

set clk_period 11.6
set clk_io_pct 0.2

create_clock -name clk0 -period $clk_period [get_ports {clock_in}]

set non_clock_inputs [all_inputs -no_clocks]
set_input_delay [expr $clk_period * $clk_io_pct] -clock clk0 $non_clock_inputs
set_output_delay [expr $clk_period * $clk_io_pct] -clock clk0 [all_outputs]
==> impl_metrics.toml <==
# generated from flow reports
[grt]
grt_remaining_overflow = 0
vias_in_the_first_global_route = 2012
first_pass_grt_wire_length_mm = 9.32
grt_start_max_net_pins = 26
antenna_found_initial = 0
grt_util_all_layers = 0.182

[final_timing]
min_cycle_time_layout_ns = 6.58
finalMaxSlewViolations = 0
worstMarginPinSlew_ns = 0.629
setup_violations = 0
setup_tns_ns = 0
fmax_mhz = 152
finClkSkew_ns = 0.00907
unrepaired_setup_endpoints_after_global_routing = "no"
post_route_fraction_of_the_period_consumed_by_the_critical_path = 0.568
setup_slack_ns = 5.02
finalHoldViolCount = 0
headroom_to_the_max_slew_limit = 0.570

[routing]
via_per_inst = 5.07
first_iter_violations = 85
drt.antenna.violating_nets = 0
wl_mm = 5.48
antenna_cells = 0
routed_wire_length_per_instance_um = 12.7
drt-pass1-iter-count = 4
post-route-drc-count = 0
via_count = 2187

[cells_and_area]
final-comb-area_sq_um = 1890
area.sequential_sq_um = 661
post_layout_utilization_of_the_core = 0.499
final_cell_area_sq_um = 3150
layout.cells.most_common = "sky130_fd_sc_hd__nor2_1"
fillerInstances = 610
area_growth_pct = 21.0
most_frequent_cells_in_the_layout = "56 x sky130_fd_sc_hd__nor2_1, 40 x sky130_fd_sc_hd__xnor2_1, 34 x sky130_fd_sc_hd__clkdlybuf4s50_1"
post_route_cells_drive_above_1_share = 0.0537

[pwr]
leakage_nw = 1.19
sw_frac_of_total = 0.238
worst_vdd_rail_ir_drop_mv = 0.0742
pwr_density_cell_nw_per_um2 = 82.2
power.share.clock = 0.421
power.sequential.fraction = 0.445
p_int_mw = 0.197
netSwitchingPower_mw = 0.0616
logic_pwr_share = 0.133
power.total_mw = 0.259

[critical_path]
sort_of_element_at_the_end_of_the_critical_path = "flop"
path_common_cell = "sky130_fd_sc_hd__or4_4"
cp_startpoint_kind = "input pin"
cp_slowest_cell = "sky130_fd_sc_hd__or4_4"
worstPathMaxFanout = 25
critPathMaxStageDelay_ns = 0.53
worst_ep_arrival_time_ns = 6.76
timing.critical_path.required_ns = 11.77
crit_type = "in -> reg"
path_cells = "clkdlybuf4s50_1 -> or4_4 -> or4_4 -> nand3b_4 -> nor3_4 -> or3b_1 -> xor2_1 -> ha_1 -> and4_1 -> nand4_1 -> a2111oi_1 -> or3_1 -> buf_4 -> nor2_1"

[placement]
placedInstanceArea_sq_um = 3040
final_gp_congestion = 0.807
post-place-ws_ns = 4.76
port_buffers = 34
post-dp-hpwl_mm = 4.35

[floorplan]
row_count = 29
core_util_at_fp = 0.412
die-height_um = 82.7
num_io_pins = 35
die_area_sq_um = 6840
die_x_um = 82.7
core_area_sq_um = 6310

[cts]
clock-sinks = 33
tritoncts_clock_tree = "done"
longest_clk_path_bufs = 2
cts_made_buffers = 5
cts_max_level = 2
clock_insertion_delay_worst_skew_ns = 0.29
cts_post_setup_buffers_inserted = 0
cts.root.buffer_cell = "sky130_fd_sc_hd__clkbuf_8"
postCtsResizedCells = 0
cts.hold.buffers_added = 0
clkSlewWorstSetupHoldPaths_ns = 0.07

[synth]
cell_type_with_the_largest_total_area_after_synthesis = "sky130_fd_sc_hd__dfxtp_1"
sequential_cell_area_fraction_in_the_yosys_report = 0.254
ys_warn_count = 1
yosysCellCount = 315
synth_flop_count = 33
postSynthAreaPerCell_sq_um = 8.27
synthesis.area_sq_um = 2600
synth_simple_gate_area_share = 0.302
xor_xnor_cell_area_share_of_the_yosys_netlist = 0.202
syn_inst = 315
synth.mux.area_fraction = 0
synth_chip_area_sq_um = 2600
compound_cell_area_share_of_the_yosys_netlist = 0.0634
netlist_logic_family_top = "simple AND/OR/NAND/NOR gates"
top_cell_area_share = 0.254
yosys.area_share.adder = 0.159
netlist-cell-type-count = 35
yosys-top-cells-area = "sky130_fd_sc_hd__dfxtp_1 25%, sky130_fd_sc_hd__ha_1 16%, sky130_fd_sc_hd__xnor2_1 13%"

[hold_path]
min-delay-path-class = "reg -> reg"

[job]
tool_warnings = 25
number_of_violations_of_the_max_capacitance_limit = 0

[outcome]
run_status = "finished clean"
## critical path: cells and delay by family
family | cells | cell delay, ns
and+or+nand+nor | 9 | 2.61
adders and majority gates | 1 | 0.30
AOI/OAI and AO/OA | 1 | 0.51
xor gates and xnor gates | 1 | 0.16
buffers and inverters | 2 | 0.83
## cell type report
cell class,count,area share
Inverter,7,0.00834
Clock inverter,3,0.0147
Clock buffer,5,0.0218
Multi-Input combinational cell,269,0.600
Timing Repair Buffer,37,0.115
Sequential cell,33,0.210
Tap cell,77,0.0306
## routing by layer
metal	global-route usage	vias to the layer above	part of all wire
li1	-	1177	-
met1	0.283	971	0.53
met2	0.276	35	0.42
met3	0.0357	4	0.046
met4	0.0103	0	0.0046
met5	0	-	0
## through the flow
step           cells  hold WS [ns]
2_1_floorplan    315         0.441
3_3_place_gp     423         0.477
3_5_place_dp     423         0.484
4_1_cts          431         0.502
5_1_grt          431         0.542
6_report         431         0.494
## final timing paths
kind / start / to / slack (ns) / cells past startpoint
hold reg to reg: count[0] / count[0] / 0.49 / 1
setup reg to reg: count[2] / count[7] / 8.42 / 8
hold / removal: count[0] / count[0] / 0.49 / 1
setup / recovery: count_end[13] / count[7] / 5.02 / 14
## cells in the mapped netlist (all sizes together)
cell     instances
clkbuf           2
nand2b           1
nor3            10
a2111oi          2
inv              7
o21ai            6
nor2b            5
nor2            56
nand2           25
dfxtp           33
and3             4
nand4           10
nand3b           1
or3              4
or3b             1
a211oi           1
a221oi           1
xnor2           40
o211ai           3
ha              33
and2             1
a21oi           12
nand3           13
and4             5
nor4             7
buf              4
nor3b            2
a21o             1
xor2            20
a221o            1
or4              4
## state kept, by name, summed over array words and instances (netlist names)
signal,count
count,32
clock_out,1
## logic make-up (layout without fill, tap and decap cells)
kind of cell,Yosys count,after routing
and+or+nand+nor,149,149
adders and majority gates,33,33
buffers and inverters,13,52
xor gates and xnor gates,60,60
AOI/OAI and AO/OA,27,27
DFF,33,33
## power by group through the flow
stage     Clock [mW]  Combinational, mW  Sequential, mW
6_report       0.109             0.0345           0.115
5_1_grt        0.116             0.0391           0.116
4_1_cts        0.112             0.0349           0.115
Power and IR drop assume default switching activity.
